### design.v
module encoder(in,out,en);
input [7:0] in;
output [2:0] out;
input en;
assign out=(en==1)?
(
        (in==8'b10000000)? (3'b111):
        (in==8'b01000000)? (3'b110):
        (in==8'b00100000)? (3'b101):
        (in==8'b00010000)? (3'b100):
        (in==8'b00001000)? (3'b011):
        (in==8'b00000100)? (3'b010):
	(in==8'b00000010)? (3'b001):
	(in==8'b00000001)? (3'b000):
        (3'bxxx)
)
:(3'bzzz);
endmodule
### run.sh
#!/bin/bash
# OpenROAD 26Q1-2900-gdf79404cd8, Yosys 0.63+post, stock flow scripts
make -C /OpenROAD-flow-scripts/flow DESIGN_CONFIG=/design/flow/config.mk WORK_HOME=/design/flow/orfs finish
### config.mk
export PLATFORM = sky130hd
export DESIGN_NAME = encoder
export DESIGN_NICKNAME = encoder
export VERILOG_FILES = /design/flow/design.v
export SDC_FILE = /design/flow/constraint.sdc
export NUM_CORES = 4
export LEC_CHECK = 1
export CORE_AREA = 10 10 70 70
export DIE_AREA = 0 0 80 80
### constraint.sdc
current_design encoder

set clk_period 1.7
set clk_io_pct 0.2

create_clock -name clk0 -period $clk_period

set non_clock_inputs [all_inputs -no_clocks]
set_input_delay [expr $clk_period * $clk_io_pct] -clock clk0 $non_clock_inputs
set_output_delay [expr $clk_period * $clk_io_pct] -clock clk0 [all_outputs]
==> results.cfg <==
; generated from flow reports
[final_layout]
seqCellArea_um2 = 0
seq_cell_count = 0
syn_to_final_growth_pct = 230
layout-drive-gt1-share = 0.686
fill_cells = 388
clock_buffers = 0
comb_area_um2 = 226

[timing]
final-hold-violation-count = 0
final.setup.worst_slack_ps = 36.4
worstMarginPinSlew_ps = 259
setup_viol = 0
fmax_mhz = 601
maxSlewViolCount = 0
finalClockPeriodUsage = 0.979
slew_headroom = 0.827
period_needed_ps = 1660
worst_hold_slack_ps = 1050
rsz0062_at_grt = no

[floorplanning]
fp.coreArea_um2 = 3420
chip_area_um2 = 6400
die_w_um = 80
num_rows = 21
fp.dieH_um = 80
io_pins = 12
fp-utilization = 0.0381

[route]
dr_wl_met2_um = 330
drtAntennaViolNets = 0
wl_met3_um = 50
wirelength_met1_um = 322
via_per_inst = 2.86
post_drt_wl_per_cell_um = 8.68
wl_um = 703
drt_pass1_iterations = 2
routed.top_layer = met3
first_iter_violations = 1
drcViolationCount = 0
antenna_cells = 0
vias = 232

[hold_path]
holdPathStages = 4
hold_class = in -> out

[synthesis]
ys_types = 10
yosysMostFrequentCell = nor4b_1
syn_inst = 18
ys_seq_share = 0
ys_area_um2 = 130
largest_area_cell = nor4b_1
top_area_frac = 0.269
area_leaders = nor4b_1 27%, o31a_1 13%, xnor2_1 13%
avgSynthCellArea_um2 = 7.23
synth_area_um2 = 130
synth_warnings = 1
yosys_cells = 18

[power]
p_per_area_nw_per_um2 = 180
p_leak_nw = 0.141
power_uw = 77.3
worst_ir_drop_vdd_uv = 30.4

[setup_path]
critPathSlowestCell = or4_4
crit_cells = 4
required_ps = 1360
worstPathArrival_ps = 1320
critPathCaptureType = primary output
path_max_fanout = 3
critPathTopFamily = simple AND/OR/NAND/NOR gates
crit_buf_inv = 2
critical_path_class = in -> out
start_kind = input pin
cp_cell_sequence = clkdlybuf4s15_1, or4_4, o31ai_4, buf_2
cpPeakStageDelay_ps = 440

[run]
tool_warnings = 34
maxCapViolCount = 0

[grt]
grtUsageTotal = 0.0194
antenna_found_initial = 0
grt_pass1_vias = 219
grt_max_degree = 7
grt_first_pass_wirelength_um = 1040
grt_overflow = 0

[place]
place_ws_ps = -653
routabilityCongestion = 0.806
port_buffers = 11

[clock_tree]
cts_hold_buf = 0

[status]
status = completed
## per-layer routing
layer / track usage / vias to the layer above
li1: - / 113
met5: 0 / -
met3: 0.00568 / 0
met2: 0.0297 / 7
met1: 0.0277 / 112
met4: 0 / 0
## metrics by stage
stage	utilization	cell area, µm²	TNS [ps]	cells
finish	0.126	429	0	81
global route	0.126	429	0	81
CTS	0.125	427	-68.4	81
detailed placement	0.100	343	-1810	81
global placement	0.100	343	-1790	81
floorplan	-	130	0	18
## report_power, final
| part | switching, mW | internal (mW) | leakage, nW |
|---|---|---|---|
| combinational | 0.0366 | 0.0407 | 0.141 |
| sequential | 0 | 0 | 0 |
| clock | 0 | 0 | 0 |
| total | 0.0366 | 0.0407 | 0.141 |
## layout by cell type, fill, tap and decap left out
| cell | Yosys | routed |
|---|---|---|
| o21ai_0 | 2 | 1 |
| nor4b_2 | 0 | 3 |
| nand2_1 | 1 | 1 |
| buf_4 | 0 | 1 |
| buf_2 | 0 | 3 |
| nor4b_4 | 0 | 1 |
| o31ai_4 | 0 | 1 |
| nor3_1 | 2 | 2 |
| or4_4 | 0 | 1 |
| xor2_1 | 1 | 1 |
| clkdlybuf4s15_2 | 0 | 1 |
| o31a_1 | 2 | 2 |
| clkdlybuf4s15_1 | 0 | 2 |
| o21ai_1 | 0 | 1 |
| dlygate4sd2_1 | 0 | 1 |
| buf_6 | 0 | 6 |
| xnor2_2 | 0 | 2 |
| nor4_4 | 0 | 2 |
| clkbuf_2 | 0 | 3 |
## kinds of logic after synthesis
group / count (synthesis) / share of synthesized area
and+or+nand+nor: 10 / 0.529
AOI/OAI and AO/OA: 5 / 0.269
xor gates and xnor gates: 3 / 0.202
## area by class of cell
type | count | share of cell area
Tap cell | 46 | 0.134
Timing Repair Buffer | 17 | 0.338
Multi-Input combinational cell | 18 | 0.528
## tightest hold or removal path, cell delays in order
cell	delay, ps
buf_6	80
or4_4	120
o31ai_4	60
buf_2	110
## what timing repair did
action / 4_1_cts / 5_1_grt
pin swaps: 4 / 5
gates cloned: 0 / 0
setup buffers: 0 / 0
resized: 38 / 17
endpoints found under the setup margin: 3 / 3
## worst paths after layout
kind	start	to
worst max-delay path	in[7]	out[0]
worst min-delay path	in[6]	out[0]
Power and IR drop assume default switching activity.
